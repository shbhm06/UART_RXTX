==> design/flow/design.v <==
`timescale 1ns / 1ps
module uart_tx #(
    parameter CLK_FREQ = 50000000, 
    parameter BAUD_RATE = 9600    
)(
    input wire clk,           
    input wire reset,         
    input wire [7:0] data_in, 
    input wire send_trigger,  
    output reg tx,            
    output reg ready       
);
    localparam BIT_PERIOD = CLK_FREQ / BAUD_RATE;
    localparam IDLE = 2'b00, START = 2'b01, DATA = 2'b10, STOP = 2'b11;
    reg [1:0] state = IDLE;
    reg [31:0] clk_count = 0;
    reg [2:0] bit_index = 0;
    reg [7:0] tx_buffer = 0;
    always @(posedge clk) begin
        if (reset) begin
            state <= IDLE;
            tx <= 1'b1;
            ready <= 1'b1;
            clk_count <= 0;
            bit_index <= 0;
        end else begin
            case (state)
                IDLE: begin
                    tx <= 1'b1;
                    ready <= 1'b1;
                    if (send_trigger) begin
                        tx_buffer <= data_in;
                        ready <= 0;
                        state <= START;
                        clk_count <= 0;
                    end
                end
                START: begin
                    tx <= 1'b0;
                    if (clk_count < BIT_PERIOD - 1)
                        clk_count <= clk_count + 1;
                    else begin
                        clk_count <= 0;
                        state <= DATA;
                    end
                end
                DATA: begin
                    tx <= tx_buffer[bit_index];
                    if (clk_count < BIT_PERIOD - 1)
                        clk_count <= clk_count + 1;
                    else begin
                        clk_count <= 0;
                        if (bit_index < 7)
                            bit_index <= bit_index + 1;
                        else begin
                            bit_index <= 0;
                            state <= STOP;
                        end
                    end
                end
                STOP: begin
                    tx <= 1'b1; 
                    if (clk_count < BIT_PERIOD - 1)
                        clk_count <= clk_count + 1;
                    else begin
                        state <= IDLE; 
                    end
                end
            endcase
        end
    end
endmodule
==> design/flow/run.sh <==
#!/bin/bash
# OpenROAD 26Q1-2900-gdf79404cd8, Yosys 0.63+post, stock flow scripts
make -C /OpenROAD-flow-scripts/flow DESIGN_CONFIG=/design/flow/config.mk WORK_HOME=/design/flow/orfs finish
==> design/flow/config.mk <==
export PLATFORM = sky130hd
export DESIGN_NAME = uart_tx
export DESIGN_NICKNAME = uart_tx
export VERILOG_FILES = /design/flow/design.v
export SDC_FILE = /design/flow/constraint.sdc
export NUM_CORES = 4
export LEC_CHECK = 1
export CORE_AREA = 10 10 111 111
export DIE_AREA = 0 0 121 121
==> design/flow/constraint.sdc <==
current_design uart_tx

set clk_period 3.5
set clk_io_pct 0.2

create_clock -name clk0 -period $clk_period [get_ports {clk}]

set non_clock_inputs [all_inputs -no_clocks]
set_input_delay [expr $clk_period * $clk_io_pct] -clock clk0 $non_clock_inputs
set_output_delay [expr $clk_period * $clk_io_pct] -clock clk0 [all_outputs]
==> Changelog: implementation <==
## Flow update

* Pre-antenna DRT Iters at 4
* Synth unique cells at 54
* Final Power at about 1.4 mW
* Hold depth at 1
* Hold-fix buffers at CTS at 0
* Pwr/cell area at 546 nW/um^2
* Post-synth EDFFs at 8
* Clock group share of total power at 33.8%
* Status: complete, no violations
* CP Capture Type: register
* Critical path arrival at 2.69 ns
* Pint at 1.01 mW
* Num ports at 13
* FMAX at 407 MHz
* Complex Gates by Area at 18.7%
* RSZ-0062 raised after global routing: no
* Post-Syn Instances at 236
* Reg2Reg Setup Slack at roughly 1.0 ns
* Crit path cell chain: ha_1, a211oi_1, o21bai_1, a31oi_1, nand3_2, or4_1, a21boi_1
* Global-route wire length before repair at 7700 um
* Core area at slightly below 10000 um^2
* Fin crit share at 70.2%
* Relative slew margins at 49.1%
* GRT Overall Usage at around 6.3%
* Critical Path Slowest Stage Cell: or4_1
* Synthesis-to-layout area growth at 16.7%
* Simple-gate share of the synthesized area at 22.4%
* Cts bufs inserted at 5
* Vias at 1734
* Largest net degree at the start of global routing at 21
* Crit path max-delay family: AND-OR/OR-AND gates
* H-tree Lvls at 2
* # DRC at 0
* Setup TNS at 0 ns
* Stage-log warning count at 28
* Dominant comb cell: simple AND/OR/NAND/NOR gates
* Yosys reg bits at 47
* CP Buf/Inv Count at 0
* Final Max Slew Viols at 0
* CP Data Required Time at 3.73 ns
* Commonest flop: dfxtp_1
* Max IR drop VDD at between 0.3 and 0.4 mV
* Die width at 121 um
* Hold EP: clk_count[31]
* Post-DR wirelength/cell at between 10 and 15 um
* Area reported by Yosys stat at 2230 um^2
* Post_cts resized at 0
* Initial DRC Count at 83
* Starting Density at 22.6%
* Worst-path clk slew at about 0.10 ns
* Leakage at 0.889 nW
* Post-Syn Area at 2230 um^2
* Placed cell count at between 300 and 400
* Reg2reg path depth at 7
* FF-to-FF Start: clk_count[0]
* Maximum buffer depth of the clock tree at 2
* CTS tree: built
* Final HPWL DP at 3260 um
* Fin. Hold Viols at 0
* Endpoints failing setup at 0
* Die H at 121 um
* Post-CTS Setup Repair Bufs at 0
* Root Driver: clkbuf_8
* Sequential fraction of the synthesis area at a little under half
* Logic area at 1090 um^2
* Async SR Flop Fraction at 0%
* Max-Cap Viols at 0
* Crit path kind: register to register
* Core Util, Final at 26.4%
* Adder share at 3.37%
* Antenna Nets Post-Route at 0
* Hold crit path type: register to register
* Sequential cell area at 1020 um^2
* Placement row count at 36
* Non-filler instance count after layout at 382
* Critical path startpoint: clk_count[0]
* Combinational power share at a little under a quarter
* Layout filler cell count at 1037
* Post-Syn Area per Cell at 9.45 um^2
* Worst slew pin tran at 0.759 ns
* CP startpoint kind: register
* Vias in the first global route at 1625
* Switching power of the nets at 0.408 mW
* Max FO, Critical Path at 9
* CTS sink cnt at 47
* Min-delay src: clk_count[31]
* Buffers on Ports at 12
* Worst r2r dst: clk_count[21]
* GP Congestion at between 0.8 and 0.9
* Syn. warnings at 1
* Setup ws final at 1.04 ns
* Overflow after GRT at 0
* Die ar. at 14600 um^2
* Post-synthesis xor/xnor area fraction at 1.18%
* Worst stage delay on the critical path at 0.53 ns
* Final WL at 4430 um
* Initial antenna violation count at 0
* # Cells Yosys at 236
* Pre-CTS WS at around 0.9 ns
* Share of layout cells above drive strength 1 at between 7 and 8%
* Clk latency of the worst-skew pair at 0.30 ns
* Sw Share at 28.7%
* Vias per inst at 4.54
* Mux frac, synth at 3.42%
* Reg power frac at 43.3%
* Ant diodes at 0
* Post-layout min period at about 2.5 ns
* Worst Skew at 0.0139 ns
[metrics by stage]
step	instance area, um^2	hold slack (ns)
6_report	2600	0.477
5_1_grt	2600	0.517
4_1_cts	2600	0.485
3_5_place_dp	2460	0.462
3_3_place_gp	2460	0.454
2_1_floorplan	2230	0.413
[worst max path at each step]
stage | slack (ns) | depth (start not counted) | endpoint
CTS | 1.06 | 8 | clk_count[11]
global route | 0.79 | 8 | clk_count[11]
finish | 1.04 | 7 | clk_count[21]
[registers in the layout (all words and copies together) (netlist names)]
| register | count |
|---|---|
| bit_index | 3 |
| state | 2 |
| tx_buffer | 8 |
| clk_count | 32 |
| ready | 1 |
| tx | 1 |
[placed cells by master (no fill, tap or decap), drive strengths merged, types with 3 or more instances in the layout]
cell type,Yosys,final
inv,12,13
o21ai,9,9
or3,3,3
a21oi,6,6
nor4,9,9
ha,6,6
nor2,19,19
o31ai,3,3
a211o,6,6
a211oi,3,3
edfxtp,8,8
clkdlybuf4s50,0,12
nand3,10,10
and2,9,9
o21a,8,8
nand4,4,4
dfxtp,39,39
clkbuf,3,5
nand2,20,20
nor3,13,13
[cells in the mapped netlist, types with 3 or more instances]
library cell  count  area, um^2
nor2_1           19        71.3
ha_1              6        75.1
and2_1            9        56.3
a211o_1           5        43.8
nor3_1           13        65.1
nand2_1          20        75.1
edfxtp_1          8         240
nor4_1            8        50.1
a211oi_1          3        22.5
o21ai_0           7        35.0
a21oi_1           6        30.0
or3_1             3        18.8
inv_1            12        45.0
dfxtp_1          39         781
nand4_1           4        25.0
nand3_1           9        45.0
o21a_1            8        60.1
o31ai_1           3        22.5
[logic make-up after synthesis]
kind of cell / count (synthesis)
simple gates: 97
compound gates: 57
flops: 47
buf+inv: 21
fa+ha+maj: 6
mux: 5
xor+xnor: 3
[power groups by stage]
| stage | clock network (mW) | registers (mW) | logic [mW] |
|---|---|---|---|
| 5_1_grt | 0.524 | 0.619 | 0.375 |
| 4_1_cts | 0.495 | 0.615 | 0.329 |
| 6_report | 0.480 | 0.615 | 0.326 |
[final cells by class]
| type | count | area share, % |
|---|---|---|
| Multi-Input combinational cell | 168 | 42.1 |
| Sequential cell | 47 | 39.2 |
| Tap cell | 133 | 6.39 |
| Timing Repair Buffer | 14 | 5.19 |
| Clock inverter | 3 | 2.74 |
| Clock buffer | 5 | 2.64 |
| Inverter | 12 | 1.73 |
[metal layers]
| layer | global-route usage, % | share of wire, % |
|---|---|---|
| met1 | 8.80 | 49 |
| met2 | 9.25 | 44 |
| met3 | 2.31 | 5.7 |
| met4 | 0.980 | 1.2 |
| met5 | 0 | 0 |
Power figures rest on the tool's default switching activity, not on a simulated workload.
