### /design/flow/run.sh
#!/bin/bash
# OpenROAD 26Q1-2900-gdf79404cd8, Yosys 0.63+post, stock flow scripts
make -C /OpenROAD-flow-scripts/flow DESIGN_CONFIG=/design/flow/config.mk WORK_HOME=/design/flow/orfs finish
### /design/flow/design.v
`timescale 1ns / 1ps
module uart_rx #(
    parameter CLK_FREQ = 50000000,
    parameter BAUD_RATE = 9600
)(
    input wire clk,           
    input wire reset,         
    input wire rx,            
    output reg [7:0] data_out,
    output reg data_valid     
);
    localparam BIT_PERIOD = CLK_FREQ / BAUD_RATE;
    localparam IDLE = 2'b00, START = 2'b01, DATA = 2'b10, STOP = 2'b11;
    reg [1:0] state = IDLE;
    reg [31:0] clk_count = 0;
    reg [2:0] bit_index = 0;
    reg [7:0] rx_shift_reg = 0;
    always @(posedge clk) begin
        if (reset) begin
            state <= IDLE;
            data_valid <= 0;
            data_out <= 0;
            clk_count <= 0;
            bit_index <= 0;
        end else begin
            case (state)
                IDLE: begin
                    data_valid <= 0;
                    clk_count <= 0;
                    bit_index <= 0;
                    if (rx == 1'b0) begin 
                        state <= START;
                    end
                end
                START: begin
                    if (clk_count < (BIT_PERIOD / 2)) begin
                        clk_count <= clk_count + 1;
                    end else begin
                        if (rx == 1'b0) begin 
                            clk_count <= 0;
                            state <= DATA;
                        end else begin
                            state <= IDLE; 
                        end
                    end
                end
                DATA: begin
                    if (clk_count < BIT_PERIOD - 1) begin
                        clk_count <= clk_count + 1;
                    end else begin
                        clk_count <= 0;
                        rx_shift_reg[bit_index] <= rx;
                        if (bit_index < 7) begin
                            bit_index <= bit_index + 1;
                        end else begin
                            bit_index <= 0;
                            state <= STOP;
                        end
                    end
                end
                STOP: begin
                    if (clk_count < BIT_PERIOD - 1) begin
                        clk_count <= clk_count + 1;
                    end else begin
                        data_valid <= 1'b1;     
                        data_out <= rx_shift_reg;
                        state <= IDLE;
                    end
                end
            endcase
        end
    end
endmodule
### /design/flow/config.mk
export PLATFORM = sky130hd
export DESIGN_NAME = uart_rx
export DESIGN_NICKNAME = uart_rx
export VERILOG_FILES = /design/flow/design.v
export SDC_FILE = /design/flow/constraint.sdc
export NUM_CORES = 4
export LEC_CHECK = 1
export CORE_UTILIZATION = 50
### /design/flow/constraint.sdc
current_design uart_rx

set clk_period 5.5
set clk_io_pct 0.2

create_clock -name clk0 -period $clk_period [get_ports {clk}]

set non_clock_inputs [all_inputs -no_clocks]
set_input_delay [expr $clk_period * $clk_io_pct] -clock clk0 $non_clock_inputs
set_output_delay [expr $clk_period * $clk_io_pct] -clock clk0 [all_outputs]
==> summary.rpt <==
==== FLOW RESULTS ====
----------------------------------------------------
[Worst hold path]
  Source of the worst hold timing path ........................ data_valid
  Worst min-delay path class ........................ flop to flop
  Hold Path Depth ........................ 2
  Capture endpoint of the worst hold path ........................ data_valid

[Synthesis]
  Cell area leaders ........................ sky130_fd_sc_hd__dfxtp_1 (34%), sky130_fd_sc_hd__edfxtp_1 (8.9%), sky130_fd_sc_hd__nor2_1 (5.4%)
  Number of synthesized register bits ........................ 54
  Synth Warn # ........................ 1
  Cell area after synthesis ........................ about 0.0027 mm^2
  Area leader share ........................ between 30% and 40%
  Post-synthesis average cell area ........................ between 8 and 9 um^2
  Sequential-to-total area share from yosys stat ........................ a little over two fifths
  Number of flops mapped to enable cells by yosys ........................ 8
  Yosys synthesis chip area ........................ around 0.0027 mm^2
  Number of standard cells reported by yosys ........................ slightly above 300
  Most used DFF post-synth ........................ sky130_fd_sc_hd__dfxtp_1
  Proportion of register bits with asynchronous set or reset after synthesis ........................ 0%
  Number of distinct library cells after synthesis ........................ about 48
  Post-Syn Instances ........................ between 300 and 400
  Leading area contributor after synthesis ........................ sky130_fd_sc_hd__dfxtp_1

[Power and ir drop]
  Peak ir drop on the vdd network ........................ between 0.1 and 0.15 mV
  Sequential Power Share ........................ a little under two thirds
  Cell-internal power ........................ around 490 uW
  Switching Fraction ........................ 22.3%
  Total chip power ........................ between 600 and 700 uW
  Pwr per Cell Area ........................ approximately 220 mW/mm^2
  Proportion of power drawn by the clock network ........................ about a third
  Reported leakage power ........................ 0.000951 uW
  Share of power burned in combinational logic ........................ 2.4%
  Psw ........................ approximately 140 uW

[Global routing]
  Global-route wire length before repair ........................ just over 9000 um
  Number of antenna violations at the first check in global routing ........................ 0
  Pin count of the biggest net entering global routing ........................ 32
  Vias in the first global route ........................ 1,881
  Total routing resource utilization after global routing ........................ 21.8%
  Overall overflow remaining after global route ........................ 0

[Route]
  Number of DRC markers after the initial detailed-route iteration ........................ about 150
  Number of antenna repair diodes ........................ 0
  Average detailed-routed wire length per instance ........................ approximately 14 um
  TritonRoute pass-1 iters ........................ 4
  DRC violation count after routing ........................ 0
  Routed WL ........................ roughly 5500 um
  DRT antenna net count ........................ 0
  Via density per instance ........................ approximately 5.6
  Total via count after detailed routing ........................ ~2.2k

[Die]
  Cell row count ........................ 26
  Placeable core region ........................ 0.00514 mm^2
  Height of the die ........................ between 70 and 80 um
  Chip area ........................ approximately 0.0057 mm^2
  Num ports ........................ 12
  Initial core utilization ........................ between 50% and 60%
  Floorplan die width ........................ ~75 um

[Final timing]
  Hold slack ........................ 0.487 ns
  Pin slew with the least headroom to its limit ........................ between 0.6 and 0.7 ns
  Skew final ........................ about 0.0045 ns
  Slew headroom ........................ 53.7%
  Share of the clock period used by the worst path after layout ........................ 47.1%
  Max Fclk ........................ between 300 and 400 MHz
  Final critical delay including setup and external delays ........................ 2.59 ns
  Final Setup Violations ........................ 0
  Total Negative Setup Slacks ........................ 0 ns
  RSZ-0062 raised after global routing ........................ false
  Final hold viol count ........................ 0
  Setup slack of the critical path after layout ........................ roughly 2.9 ns
  Final max-slew violation count ........................ 0

[Clocking]
  Skew-Pair Late Insertion Delay ........................ around 0.30 ns
  Number of buffers inserted by post-CTS setup repair ........................ 0
  Number of H-tree levels ........................ 2
  Clock tree from TritonCTS ........................ built
  Clock tree root driver cell ........................ sky130_fd_sc_hd__clkbuf_8
  Quantity of gates resized following cts ........................ 0
  CTS Sinks ........................ around 54
  TritonCTS Buffers ........................ 5
  Maximum buffer depth of the clock tree ........................ 2
  Hold bufs inserted after CTS ........................ 0
  Clock-pin transition on the worst setup and hold timing paths ........................ around 0.1 ns

[Layout]
  Most frequent standard cell in the layout excluding fill and tap cells ........................ sky130_fd_sc_hd__dfxtp_1
  Top Layout Cells ........................ sky130_fd_sc_hd__dfxtp_1 (46), sky130_fd_sc_hd__nor2_1 (39), sky130_fd_sc_hd__nand2_1 (22)
  Final cell count without fillers ........................ around 390
  Fillers ........................ just over 500
  Flip-flop count of the largest register after layout ........................ 32
  Register cell area after layout ........................ around 0.0012 mm^2
  Area added between synthesis and finish ........................ 8.24%
  Layout cell share with drive strength beyond 1 ........................ roughly 8.5%
  Combinational gate area ........................ 0.00140 mm^2

[Flow run]
  Max-cap violation count ........................ 0
  Count of tool warnings ........................ 27

[Placement]
  HPWL after detailed placement ........................ around 3900 um
  Total of buffers placed on input and output ports ........................ 11
  Number of placed cells counting well taps ........................ around 380
  Pre-CTS setup slack ........................ around 2.6 ns
  GP Congestion ........................ a little over 0.8

[Setup path]
  Flop-to-flop setup slack ........................ 2.91 ns
  WP data required ........................ 5.69 ns
  RR Startpoint ........................ clk_count[0]
  Arrival time of the worst setup path ........................ 2.78 ns
  Kind of capture point of the worst setup path ........................ flop
  Classification of the worst setup path ........................ flop to flop
  Maximum fanout count along the critical path ........................ 14
  Reg-to-Reg End ........................ clk_count[9]
  Critical path startpoint category ........................ flop
  Cell depth of the worst flop-to-flop path ........................ 9

[Outcome]
  Outcome ........................ complete, no violations

----------------------------------------------------
==> through the flow <==
step	util [%]	area, um^2
2_1_floorplan	-	2690
3_3_place_gp	54.9	2820
3_5_place_dp	54.9	2820
4_1_cts	56.6	2910
5_1_grt	56.6	2910
6_report	56.6	2910
==> cell type report <==
type / count / area share [%]
clock buffers: 5 / 2.37
clock inverters: 3 / 0.559
inverters: 12 / 1.55
multi-input cells: 228 / 48.0
flip-flops and latches: 54 / 39.9
well taps: 70 / 3.01
repair buffers: 14 / 4.56
==> critical path, stage by stage (launching register included) <==
cell                       delay (ns)
sky130_fd_sc_hd__dfxtp_1         0.41
sky130_fd_sc_hd__ha_1            0.24
sky130_fd_sc_hd__a21oi_1         0.08
sky130_fd_sc_hd__o21ai_0         0.20
sky130_fd_sc_hd__nand3_1         0.20
sky130_fd_sc_hd__a21oi_2         0.60
sky130_fd_sc_hd__buf_4           0.37
sky130_fd_sc_hd__nor3_4          0.09
sky130_fd_sc_hd__a31oi_1         0.21
sky130_fd_sc_hd__a211oi_2        0.06
==> power groups by stage <==
stage | combinational [uW] | clock, uW | sequential (uW)
4_1_cts | 15.1 | 227 | 402
5_1_grt | 16.7 | 244 | 402
6_report | 15.0 | 217 | 402
==> synthesized netlist by cell type, types with 2 or more instances <==
master	instances
sky130_fd_sc_hd__xnor2_1	14
sky130_fd_sc_hd__buf_1	2
sky130_fd_sc_hd__a21boi_0	2
sky130_fd_sc_hd__nor3_2	8
sky130_fd_sc_hd__and3_1	7
sky130_fd_sc_hd__buf_2	7
sky130_fd_sc_hd__ha_1	4
sky130_fd_sc_hd__and4_1	3
sky130_fd_sc_hd__nor2_1	39
sky130_fd_sc_hd__or3_1	6
sky130_fd_sc_hd__inv_1	12
sky130_fd_sc_hd__nand3_1	18
sky130_fd_sc_hd__a21oi_1	22
sky130_fd_sc_hd__xor2_1	2
sky130_fd_sc_hd__clkbuf_1	6
sky130_fd_sc_hd__dfxtp_1	46
sky130_fd_sc_hd__nand4_1	9
sky130_fd_sc_hd__nor3_1	4
sky130_fd_sc_hd__edfxtp_1	8
sky130_fd_sc_hd__nor4_2	2
sky130_fd_sc_hd__mux2i_1	8
sky130_fd_sc_hd__nor4_1	7
sky130_fd_sc_hd__a31oi_1	7
sky130_fd_sc_hd__buf_6	2
sky130_fd_sc_hd__and2_1	3
sky130_fd_sc_hd__o31ai_1	3
sky130_fd_sc_hd__nand2_1	22
sky130_fd_sc_hd__o21ai_0	18
==> routing by layer <==
layer / track usage, % / part of all wire, %
met5: 0 / 0
met4: 2.26 / 1.1
met3: 3.35 / 2.4
met2: 33.1 / 46
met1: 35.5 / 50
==> cell families after synthesis <==
| family | count (synthesis) | share of synthesized area (%) |
|---|---|---|
| AND-OR/OR-AND | 63 | 13.8 |
| flip-flops | 54 | 43.2 |
| buffers and inverters | 29 | 4.94 |
| AND/OR/NAND/NOR | 136 | 27.6 |
| adder cells (fa/ha/maj) | 4 | 1.86 |
| multiplexers | 9 | 3.40 |
| XOR/XNOR | 16 | 5.22 |
==> how the worst max path moves through the flow <==
stage                        start            to  cells past startpoint
final                 clk_count[0]  clk_count[9]                      9
after global routing  clk_count[0]  clk_count[3]                      9
after CTS             clk_count[0]  clk_count[9]                      9
No activity file was given, so power comes from the tool's default toggle rates.
